<file path="./config.mk">
export PLATFORM = sky130hd
export DESIGN_NAME = ahb_top
export DESIGN_NICKNAME = ahb_top
export VERILOG_FILES = /design/flow/design.v
export SDC_FILE = /design/flow/constraint.sdc
export NUM_CORES = 4
export LEC_CHECK = 1
export CORE_UTILIZATION = 50
</file>
<file path="./constraint.sdc">
current_design ahb_top

set clk_period 9.2
set clk_io_pct 0.2

create_clock -name clk0 -period $clk_period [get_ports {hclk}]

set non_clock_inputs [all_inputs -no_clocks]
set_input_delay [expr $clk_period * $clk_io_pct] -clock clk0 $non_clock_inputs
set_output_delay [expr $clk_period * $clk_io_pct] -clock clk0 [all_outputs]
</file>
<file path="./design.v">
module ahb5_master_lite (
    input wire hclk,
    input wire hresetn,
    output reg  [31:0] haddr,
    output reg  [1:0]  htrans, 
    output reg         hwrite, 
    output reg  [31:0] hwdata,
    output reg  [2:0]  hsize,  
    output reg  [2:0]  hburst, 
    output reg         hnonsec,
    output wire        hmastlock,
    input wire [31:0] hrdata,
    input wire        hready,  
    input wire        hresp,   
    input wire        cmd_start, 
    input wire        cmd_write, 
    input wire        cmd_burst,
    input wire [31:0] cmd_addr,  
    input wire [31:0] cmd_wdata, 
    input wire        cmd_sec,   
    output reg        cmd_done,  
    output reg        cmd_error, 
    output reg [31:0] cmd_rdata  
);
    assign hmastlock = 1'b0;
    localparam S_IDLE        = 2'b00;
    localparam S_ADDR_PHASE  = 2'b01;
    localparam S_BURST_PHASE = 2'b10; 
    localparam S_DATA_PHASE  = 2'b11;
    reg [1:0] state, next_state;
    reg [31:0] wdata_reg; 
    reg [31:0] addr_reg;  
    reg        write_reg; 
    reg [1:0]  beat_cnt;  
    reg        is_burst;  
    always @(*) begin
        next_state = state;
        case (state)
            S_IDLE: begin
                if (cmd_start) 
                    next_state = S_ADDR_PHASE;
            end
            S_ADDR_PHASE: begin
                if (hready) begin
                    if (is_burst) 
                        next_state = S_BURST_PHASE;
                    else
                        next_state = S_DATA_PHASE; 
                end
            end
            S_BURST_PHASE: begin
                if (hready) begin
                    if (beat_cnt > 0)
                        next_state = S_BURST_PHASE;
                    else
                        next_state = S_DATA_PHASE;
                end
            end
            S_DATA_PHASE: begin
                if (hready) 
                    next_state = S_IDLE;
            end
        endcase
    end
    always @(posedge hclk or negedge hresetn) begin
        if (!hresetn) begin
            state      <= S_IDLE;
            wdata_reg  <= 0;
            addr_reg   <= 0;
            write_reg  <= 0;
            is_burst   <= 0;
            beat_cnt   <= 0;
            cmd_done   <= 0;
            cmd_error  <= 0;
            cmd_rdata  <= 0;
        end
        else begin
            cmd_done <= 0;
            if (hready || state == S_IDLE) 
                state <= next_state;
            if (state == S_IDLE && cmd_start) begin
                wdata_reg <= cmd_wdata;
                addr_reg  <= cmd_addr;
                write_reg <= cmd_write;
                is_burst  <= cmd_burst;
                beat_cnt  <= (cmd_burst) ? 2'd2 : 2'd0; 
                cmd_error <= 0; 
            end
            else if (hready && state == S_BURST_PHASE) begin
                wdata_reg <= wdata_reg + 1;
                addr_reg  <= addr_reg + 4;
                if (beat_cnt > 0) beat_cnt <= beat_cnt - 1;
            end
            if (hready && (state == S_DATA_PHASE || state == S_BURST_PHASE)) begin
                if (hresp) cmd_error <= 1;
                if (!write_reg) cmd_rdata <= hrdata;
                if (state == S_DATA_PHASE) cmd_done <= 1; 
            end
        end
    end
    always @(*) begin
        haddr   = 32'b0;
        htrans  = 2'b00; 
        hwrite  = 1'b0;
        hnonsec = 1'b0;
        hwdata  = 32'b0;
        hburst  = 3'b000;
        hsize   = 3'b010;
        case (state)
            S_IDLE: begin
                htrans = 2'b00; 
            end
            S_ADDR_PHASE: begin
                haddr   = addr_reg;   
                htrans  = 2'b10; 
                hwrite  = write_reg;
                hnonsec = cmd_sec;    
                hburst  = (is_burst) ? 3'b011 : 3'b000;
            end
            S_BURST_PHASE: begin
                if (write_reg) hwdata = wdata_reg;
                haddr   = addr_reg + 4; 
                htrans  = 2'b11; 
                hwrite  = write_reg;
                hnonsec = cmd_sec;
                hburst  = 3'b011;
            end
            S_DATA_PHASE: begin
                htrans = 2'b00; 
                if (write_reg) hwdata = wdata_reg;
            end
        endcase
    end
endmodule
module ahb5_slave_lite (
    input wire hclk,
    input wire hresetn,
    input wire hsel,
    input wire [31:0] haddr,
    input wire [1:0]  htrans, 
    input wire hwrite,
    input wire [2:0]  hsize, 
    input wire [2:0]  hburst, 
    input wire hready_in,     
    input wire hnonsec,       
    input wire [31:0] hwdata,
    output reg [31:0] hrdata,
    output reg hreadyout,
    output reg hresp
);
    reg [31:0] mem_0;
    reg [31:0] mem_1;
    reg [31:0] mem_2;
    reg [31:0] mem_3;
     reg [31:0] addr_reg;
     reg        write_reg;
     reg        valid_trans_reg; 
    reg        sec_violation_reg; 
    localparam S_OKAY       = 2'b00;
    localparam S_ERROR_WAIT = 2'b01; 
    localparam S_ERROR_DONE = 2'b10; 
    reg [1:0] state, next_state;
    wire trans_is_valid = hsel && hready_in && htrans[1];
    wire current_sec_violation = trans_is_valid && (hnonsec == 1'b1);
    always @(posedge hclk or negedge hresetn) begin
        if (!hresetn) begin
            addr_reg          <= 32'b0;
            write_reg         <= 1'b0;
            valid_trans_reg   <= 1'b0;
            sec_violation_reg <= 1'b0;
        end
        else if (hready_in) begin
            addr_reg          <= haddr;
            write_reg         <= hwrite;
            valid_trans_reg   <= trans_is_valid;
            sec_violation_reg <= current_sec_violation;
        end
    end
    wire enable_write = valid_trans_reg && write_reg && !sec_violation_reg && (state == S_OKAY);
    wire [1:0] mem_idx = addr_reg[3:2];
    always @(posedge hclk) begin
        if (enable_write) begin
            case (mem_idx)
                2'b00: mem_0 <= hwdata;
                2'b01: mem_1 <= hwdata;
                2'b10: mem_2 <= hwdata;
                2'b11: mem_3 <= hwdata;
            endcase
        end
    end
    always @(*) begin
        if (valid_trans_reg && !write_reg && !sec_violation_reg) begin
            case (mem_idx)
                2'b00: hrdata = mem_0;
                2'b01: hrdata = mem_1;
                2'b10: hrdata = mem_2;
                2'b11: hrdata = mem_3;
                default: hrdata = 32'b0;
            endcase
        end else begin
            hrdata = 32'b0; 
        end
    end
    always @(*) begin
        next_state = state;
        case (state)
            S_OKAY:       if (sec_violation_reg) next_state = S_ERROR_WAIT;
            S_ERROR_WAIT: next_state = S_ERROR_DONE;
            S_ERROR_DONE: next_state = S_OKAY;
        endcase
    end
    always @(posedge hclk or negedge hresetn) begin
        if (!hresetn) state <= S_OKAY;
        else          state <= next_state;
    end
    always @(*) begin
        hresp     = 1'b0;
        hreadyout = 1'b1;
        case (state)
            S_OKAY: begin
                if (sec_violation_reg) begin
                    hresp     = 1'b1; 
                    hreadyout = 1'b0; 
                end
                else begin
                    hresp     = 1'b0;
                    hreadyout = 1'b1; 
                end
            end
            S_ERROR_WAIT: begin
                hresp     = 1'b1; 
                hreadyout = 1'b0; 
            end
            S_ERROR_DONE: begin
                hresp     = 1'b1; 
                hreadyout = 1'b1; 
            end
            default: begin
                hresp     = 1'b0;
                hreadyout = 1'b1;
            end
        endcase
    end
endmodule
module ahb_top (
    input wire hclk,
    input wire hresetn,
    input wire        cmd_start,
    input wire        cmd_write,
    input wire        cmd_burst, 
    input wire [31:0] cmd_addr,
    input wire [31:0] cmd_wdata,
    input wire        cmd_sec,
    output wire        cmd_done,
    output wire        cmd_error,
    output wire [31:0] cmd_rdata
);
    wire [31:0] haddr;      
    wire [1:0]  htrans;     
    wire        hwrite;
    wire [31:0] hwdata;     
    wire [2:0]  hsize;      
    wire [2:0]  hburst;     
    wire        hnonsec;
    wire        hmastlock;
    wire [31:0] hrdata;     
    wire        hresp;
    wire        hreadyout; 
    wire        hsel_slave;
    wire        hready_sys; 
    assign hsel_slave = (haddr[31:16] == 16'h0000);
    assign hready_sys = hreadyout;
    ahb5_master_lite u_master (
        .hclk       (hclk),
        .hresetn    (hresetn),
        .haddr      (haddr),
        .htrans     (htrans),
        .hwrite     (hwrite),
        .hwdata     (hwdata),
        .hsize      (hsize),
        .hburst     (hburst), 
        .hnonsec    (hnonsec),
        .hmastlock  (hmastlock),
        .hrdata     (hrdata),
        .hready     (hready_sys), 
        .hresp      (hresp),
        .cmd_start  (cmd_start),
        .cmd_write  (cmd_write),
        .cmd_burst  (cmd_burst), 
        .cmd_addr   (cmd_addr),
        .cmd_wdata  (cmd_wdata),
        .cmd_sec    (cmd_sec),
        .cmd_done   (cmd_done),
        .cmd_error  (cmd_error),
        .cmd_rdata  (cmd_rdata)
    );
    ahb5_slave_lite u_slave (
        .hclk       (hclk),
        .hresetn    (hresetn),
        .hsel       (hsel_slave),
        .haddr      (haddr),
        .htrans     (htrans),
        .hwrite     (hwrite),
        .hsize      (hsize),
        .hburst     (hburst),
        .hready_in  (hready_sys), 
        .hnonsec    (hnonsec),
        .hwdata     (hwdata),
        .hrdata     (hrdata),
        .hreadyout  (hreadyout),
        .hresp      (hresp)
    );
endmodule
</file>
<file path="./run.sh">
#!/bin/bash
# OpenROAD 26Q1-2900-gdf79404cd8, Yosys 0.63+post, stock flow scripts
make -C /OpenROAD-flow-scripts/flow DESIGN_CONFIG=/design/flow/config.mk WORK_HOME=/design/flow/orfs finish
</file>
==> results.ini <==
[run_status]
outcome=finished, final reports clean

[clock_tree]
clkSinkCount=240
holdBufCountCts=0
cts_setup_buffers=0
numCtsBuffers=25
clk_pin_slew_ns=0.06
cts.path.max_buffers=3
cts_max_level=1
clk_latency_ns=0.51
cts_resized=0
cts_tree=done
cts_root_buf=clkbuf_16

[critical_path]
critPathMaxFanout=69
cp_data_arrival_time_ns=3.89
end_kind=register
start_kind=input port
crit_type=in -> reg
cp_data_required_time_ns=9.58

[timing]
fin_skew_ns=0.00950
tns_ns=0
grt_setup_unrepaired=no
slew_viol_final=0
tightest_slew_ns=0.852
setup_viol=0
max_slew_margin=0.427
hold_slack_ns=0.458
min_period_ns=3.50
finalCritPeriodShare=0.381
hold_violations=0
fmax_ghz=0.285

[placed_design]
dp_cells=1136
io_buffers=101
place_congestion=0.855
dp_hpwl_mm=13.7
placed_area_sq_mm=0.0117

[floorplan]
dieArea_sq_mm=0.0214
rows=52
die_w_microns=146
core_area_sq_mm=0.0204
die_h_microns=146
fp_util=0.512
ios=104

[synthesis]
ys_ff=240
ys_warn_count=2
area_leaders=edfxtp_1 (37%), dfrtp_1 (26%), mux4_2 (6.9%), nand2_1 (3.7%), o21ai_0 (3.1%)
largest_area_cell=edfxtp_1
synth_area_per_cell_sq_um=13.1
synth_chip_area_sq_mm=0.0104
syn_inst=796
synth_cell_types=55
top_cells_by_count=edfxtp_1 (128), dfrtp_1 (110), nand2_1 (104), o21ai_0 (64), clkbuf_1 (41)
async_flop_share=0.467
ys_cells=796
edf_count=128
yosys.stat.seqShare=0.637
synth-main-ff-cell=edfxtp_1
synth_top_area_share=0.368
most_common_cell=edfxtp_1
synth_area_sq_mm=0.0104

[global_routing]
grt_overflow=0
grt_antenna_before_repair=0
grt_pass1_vias=6832
grt_max_degree=70
grt_use_total=0.229
grt_pass1_wl_mm=35.3

[route]
vias=6623
drcViolationCount=0
wl_per_cell_microns=18.2
drtIter0Drc=302
ant_nets=0
via_per_inst=5.61
wl_mm=21.5
n_antenna_cell=0
dr.pass1.iters=6

[power_and_ir_drop]
total_power_uw=3160
vdd.ir_drop.worst_mv=0.177
p_leak_uw=0.00450
power_density_mw_per_mm2=254

[hold_path]
hp-class=reg -> reg

[run]
cap_violations=0
warnings=27

[finish]
final_cells=1181
area_growth_pct=19.4
drive_gt1_frac=0.111
stdcell_area_sq_mm=0.0125

critical path, cell delays in order:
cell	delay, ns
clkdlybuf4s50_1	0.51
and2_4	0.50
buf_4	0.60
mux2_2	0.40
layer usage:
metal  GRT usage  vias up  wire length (microns)
met1       0.355     3246                   9020
met2       0.354      220                  10500
li1            -     3131                      -
met3      0.0793       26                   1720
met5           0        -                      0
met4      0.0292        0                    297
worst paths after layout:
kind | from | end | slack, ns | depth (start not counted)
worst max-delay path | cmd_start | u_master.write_reg | 5.70 | 4
worst min-delay path | u_slave.state[2] | u_slave.state[1] | 0.46 | 0
worst max register to register | u_slave.state[0] | u_master.wdata_reg[28] | 5.94 | 7
worst min register to register | u_slave.state[2] | u_slave.state[1] | 0.46 | 0
max in group asynchronous | hresetn | u_slave.addr_reg[2] | 7.12 | 2
min in group asynchronous | hresetn | u_master.cmd_rdata[6] | 1.14 | 1
per-stage QoR:
stage / worst slack (ns) / util
3_3_place_gp: 5.18 / 0.576
3_5_place_dp: 5.15 / 0.576
2_1_floorplan: 5.38 / -
6_report: 5.70 / 0.612
4_1_cts: 5.66 / 0.612
5_1_grt: 5.53 / 0.612
logic make-up after synthesis:
| logic type | synth area share |
|---|---|
| AND-OR/OR-AND | 0.0749 |
| XOR/XNOR | 0.0529 |
| adder cells (fa/ha/maj) | 0.00360 |
| buffers and inverters | 0.0195 |
| flip-flops | 0.637 |
| multiplexers | 0.0782 |
| AND/OR/NAND/NOR | 0.134 |
placed cells by master (no fill, tap or decap), types with 4 or more instances in the layout:
master             n
clkbuf_16         25
nor2_2             5
clkdlybuf4s50_1  100
xor2_1            32
a211oi_1           4
inv_1             11
o21ai_0           64
nand3_1           21
mux2_2             4
nor3_1            15
clkbuf_1          11
buf_4             13
mux2i_1            5
and3_1            14
and2_1            36
xnor2_1           31
mux4_2            32
nand4_1           18
nor4_1            11
or3_1              5
dfrtp_1          109
a22o_1            32
edfxtp_1         128
nor2_1            26
nand2_1          104
clkinv_2           5
layout make-up:
class | instances | area (sq um)
clock buffer | 38 | 694
inverter | 11 | 41.3
fill | 1523 | 7900
timing repair buffer | 113 | 1100
multi-input combinational | 502 | 3600
tap | 270 | 338
sequential | 240 | 6650
clock inverter | 7 | 36.3
report_power, final:
| group | internal [uW] | switching (uW) |
|---|---|---|
| registers | 1310 | 240 |
| clock network | 518 | 382 |
| logic | 353 | 357 |
